==> flow/design.v <==
module lifo 
#(
    parameter LIFO_SIZE=6,
    parameter DATA_W=10
)
(
    input write,
    input [DATA_W-1:0]datain,
    input read,
    input clk,
    input reset,
    output [DATA_W-1:0]dataout,
    output val,
    output full
);
reg [$clog2(DATA_W) + ($clog2(DATA_W) != $clog2(DATA_W))-1:0] addr = 'b0;
reg [DATA_W-1:0] data;
reg [31:0] mem [LIFO_SIZE-1:0];
assign dataout = data;
assign full = addr == LIFO_SIZE;
assign val = addr == 0;
always @ (posedge clk) begin
    if (reset) begin
        addr = 0;
    end
    if (read & write) begin
        data <= datain;
    end
    else if (write) begin
        mem[addr] <= datain;
        addr <= addr + 1;
        data <= datain;
    end
    else if (read) begin
        addr <= addr - 1;
        data <= mem[addr - 1];
    end
end
endmodule
==> flow/run.sh <==
#!/bin/bash
# OpenROAD 26Q1-2900-gdf79404cd8, Yosys 0.63+post, stock flow scripts
make -C /OpenROAD-flow-scripts/flow DESIGN_CONFIG=/design/flow/config.mk WORK_HOME=/design/flow/orfs finish
==> flow/config.mk <==
export PLATFORM = sky130hd
export DESIGN_NAME = lifo
export DESIGN_NICKNAME = lifo
export VERILOG_FILES = /design/flow/design.v
export SDC_FILE = /design/flow/constraint.sdc
export NUM_CORES = 4
export LEC_CHECK = 1
export CORE_UTILIZATION = 40
==> flow/constraint.sdc <==
current_design lifo

set clk_period 4.9
set clk_io_pct 0.2

create_clock -name clk0 -period $clk_period [get_ports {clk}]

set non_clock_inputs [all_inputs -no_clocks]
set_input_delay [expr $clk_period * $clk_io_pct] -clock clk0 $non_clock_inputs
set_output_delay [expr $clk_period * $clk_io_pct] -clock clk0 [all_outputs]
==> results.json <==
{
  "drt_iter0_drc": 72,
  "grt_util_all_layers": 0.172,
  "p_sw_uw": 326,
  "p_seq_frac": 0.523,
  "grt_pass1_wl_um": 8950,
  "drtAntennaViolNets": 0,
  "grt_max_degree": 20,
  "ys_ff": 74,
  "finalSetupViolCount": 0,
  "clk_latency_ns": 0.34,
  "hold_violations": 0,
  "fin_tns_setup_ns": 0,
  "worst_pin_slew_ns": 0.769,
  "remaining_drc_errors": 0,
  "crit_type": "input pin to register",
  "core_area_mm2": 0.00725,
  "rows": 31,
  "maxCapViolations": 0,
  "cts_resized": 0,
  "die_w_um": 88.7,
  "cts_made_buffers": 9,
  "power.clock.fraction": 0.344,
  "cts_max_level": 3,
  "max_freq_ghz": 0.312,
  "crit_fanout": 15,
  "internal_power_uw": 1110,
  "p_per_area_mw_per_mm2": 398,
  "hold_path_class": "register to register",
  "n_antenna_cell": 0,
  "cts_tree": "built",
  "post-route-period-util": 0.653,
  "synth_cells": 183,
  "first_global_vias": 1698,
  "cp-start-kind": "input pin",
  "rsz0062_at_grt": "no",
  "grt_antenna_before_repair": 0,
  "cts-hold-fix-buffers": 0,
  "cts_num_sinks": 74,
  "holdWs_ns": 0.617,
  "yosysWarnings": 1,
  "place.gp.congestion": 0.840,
  "clk_pin_slew_ns": 0.08,
  "first_pass_iters": 4,
  "mi_logic_area_um2": 761,
  "maxSlewHeadroom": 0.486,
  "combPwrFrac": 0.133,
  "ys_chip_area_mm2": 0.00301,
  "stdcell_count": 321,
  "finalWirelength_um": 5650,
  "cts_root_buffer": "clkbuf_8",
  "netlist_area_mm2": 0.00301,
  "synth_area_per_cell_um2": 16.4,
  "viasPerCell": 5.31,
  "path_cells": "clkdlybuf4s50_1 -> nor2b_4 -> buf_4 -> inv_1 -> ha_1 -> xor2_1 -> nand3_1 -> o22ai_1 -> nor3_1",
  "critPathArrivalTime_ns": 3.28,
  "fill_cells": 610,
  "initCoreUtil": 0.415,
  "swShare": 0.228,
  "synth-cells-yosys": 183,
  "numPortBuffers": 25,
  "fin_crit_ns": 3.20,
  "regArea_mm2": 0.00218,
  "yosysUniqueCellTypes": 30,
  "leakage_uw": 0.00119,
  "crit_path_end_kind": "register",
  "route.detailed.wl_per_inst_um": 17.6,
  "final_util": 0.497,
  "required_ns": 4.98,
  "slowest_delay_ns": 0.54,
  "ios": 26,
  "synth-seq-area-share": 0.725,
  "drive_above_1_share": 0.149,
  "areaGrowthSynthToFinish_pct": 19.7,
  "power_uw": 1430,
  "place_inst": 306,
  "post-cts-setup-buffers": 0,
  "vias": 1706,
  "die_y_um": 88.7,
  "hpwl_um": 3440,
  "drv_slew": 0,
  "clockBufferDepth": 2,
  "cpMaxStageDelayCell": "clkdlybuf4s50_1",
  "tool_warnings": 26,
  "max-vdd-ir-drop_uv": 219,
  "status": "completed",
  "dieArea_mm2": 0.00787,
  "finalClockSkew_ns": 0.0117,
  "grt_overflow": 0
}
-- worst paths after layout --
path / start / endpoint / slack, ns / depth (start not counted)
setup reg to reg: addr[0] / data[4] / 2.37 / 8
setup / recovery: reset / data[4] / 1.70 / 9
hold / removal: mem[4][1] / data[1] / 0.62 / 2
hold reg to reg: mem[4][1] / data[1] / 0.62 / 2
-- critical path: cells and delay by family --
family | cells | cell delay, ns
AOI/OAI and AO/OA | 1 | 0.27
buffers and inverters | 3 | 0.96
xor gates and xnor gates | 1 | 0.15
and+or+nand+nor | 3 | 0.64
adders and majority gates | 1 | 0.27
-- cell usage after synthesis --
cell / number / area [um^2]
xnor2_2: 1 / 16.3
nand3_1: 1 / 5.00
buf_2: 1 / 5.00
nand2_1: 5 / 18.8
buf_12: 1 / 20.0
o22ai_1: 10 / 62.6
nor2b_1: 5 / 31.3
mux4_1: 5 / 131
ha_1: 2 / 25.0
xnor2_1: 2 / 17.5
clkbuf_1: 5 / 18.8
nor3b_1: 2 / 15.0
dfxtp_1: 4 / 80.1
edfxtp_1: 70 / 2100
nor2b_4: 1 / 13.8
nor3_1: 23 / 115
nand2b_1: 2 / 12.5
o2bb2ai_1: 1 / 8.76
a22oi_1: 3 / 22.5
buf_6: 2 / 22.5
a211o_1: 1 / 8.76
nor4_1: 5 / 31.3
or2_2: 1 / 6.26
inv_1: 5 / 18.8
nor2_1: 16 / 60.1
a21oi_1: 1 / 5.00
xor2_1: 1 / 8.76
mux4_2: 5 / 113
o21bai_1: 1 / 7.51
nand4_1: 1 / 6.26
-- routing by layer --
layer	wire length [um]	global-route usage
met2	2650	0.241
met5	0	0
met1	2340	0.267
met4	87	0.0176
met3	571	0.0974
-- layout make-up --
type                    count  area share
clock buffers               9      0.0344
clock inverters             6      0.0229
inverters                   5     0.00521
multi-input cells          95       0.211
flip-flops and latches     74       0.606
well taps                  99      0.0344
repair buffers             33      0.0861
-- layout by cell type, fill, tap and decap left out, drive strengths merged, types with 4 or more instances in the layout --
master,synthesis,layout
buf,4,8
clkbuf,5,9
clkdlybuf4s50,0,25
clkinv,0,4
dfxtp,4,4
edfxtp,70,70
inv,5,5
mux4,10,10
nand2,5,5
nor2,16,16
nor2b,6,6
nor3,23,23
nor4,5,5
o22ai,10,10
-- stage by stage --
| stage | instance area (um^2) | worst slack, ns |
|---|---|---|
| after global routing | 3600 | 1.48 |
| final | 3600 | 1.70 |
| after floorplan | 3010 | 2.01 |
| after detailed placement | 3400 | 1.34 |
| after CTS | 3600 | 1.70 |
| after global placement | 3400 | 1.37 |
-- flip-flops by register name, summed over array words and instances (netlist names) --
signal	count
mem	60
data	10
addr	4
-- cell families after synthesis --
family	Yosys count	synth area share
XOR/XNOR	4	0.0141
adder cells (fa/ha/maj)	2	0.00831
multiplexers	10	0.0811
AND-OR/OR-AND	17	0.0383
flip-flops	74	0.725
AND/OR/NAND/NOR	62	0.105
buffers and inverters	14	0.0283
-- power by group through the flow --
stage     logic [uW]  registers [uW]  clock network, uW
6_report         191             749                493
4_1_cts          193             750                504
5_1_grt          211             753                532
Power figures rest on the tool's default switching activity, not on a simulated workload.
