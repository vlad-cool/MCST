<file path="./run.sh">
#!/bin/bash
# OpenROAD 26Q1-2900-gdf79404cd8, Yosys 0.63+post, stock flow scripts
make -C /OpenROAD-flow-scripts/flow DESIGN_CONFIG=/design/flow/config.mk WORK_HOME=/design/flow/orfs finish
</file>
<file path="./config.mk">
export PLATFORM = sky130hd
export DESIGN_NAME = decrement
export DESIGN_NICKNAME = decrement
export VERILOG_FILES = /design/flow/design.v
export SDC_FILE = /design/flow/constraint.sdc
export NUM_CORES = 4
export LEC_CHECK = 1
export CORE_AREA = 10 10 70 70
export DIE_AREA = 0 0 80 80
</file>
<file path="./constraint.sdc">
current_design decrement

set clk_period 11.4
set clk_io_pct 0.2

create_clock -name clk0 -period $clk_period

set non_clock_inputs [all_inputs -no_clocks]
set_input_delay [expr $clk_period * $clk_io_pct] -clock clk0 $non_clock_inputs
set_output_delay [expr $clk_period * $clk_io_pct] -clock clk0 [all_outputs]
</file>
<file path="./design.v">
module half_adder (
    input l,
    input r,
    output res,
    output car
);
assign res = l ^ r;
assign car = l & r;
endmodule
module increment
#(
    parameter WIDTH = 32
)
(
    input [WIDTH-1:0]a,
    input b,
    output [WIDTH-1:0]res
);
wire c[WIDTH:0];
assign c[0] = b;
genvar i;
generate
    for (i = 0; i < WIDTH; i = i + 1) begin : gen_counters
        half_adder adder_inst(.l(a[i]), .r(c[i]), .res(res[i]), .car(c[i+1])); 
    end
endgenerate
endmodule
module half_remover (
    input l,
    input r,
    output res,
    output car
);
assign res = l ^ r;
assign car = ~l & r;
endmodule
module decrement
#(
    parameter WIDTH = 32
)
(
    input [WIDTH-1:0]a,
    input b,
    output [WIDTH-1:0]res
);
wire c[WIDTH:0];
assign c[0] = b;
genvar i;
generate
    for (i = 0; i < WIDTH; i = i + 1) begin : gen_counters
        half_remover remover_inst(.l(a[i]), .r(c[i]), .res(res[i]), .car(c[i+1])); 
    end
endgenerate
endmodule
module vector_sum
#(
    parameter DATA_W=10,
    parameter POS_W = $clog2(DATA_W) + ($clog2(DATA_W) != $clog2(DATA_W))
)
(
    input [DATA_W-1:0]data,
    output [POS_W-1:0]sum
);
wire [POS_W-1:0] intermediate[DATA_W:0];
assign intermediate[0] = 'b0;
assign sum = intermediate[DATA_W];
genvar i;
generate
    for (i = 0; i < DATA_W; i = i + 1) begin : gen_counters
        increment #(.WIDTH(POS_W)) counter_inst (.a(intermediate[i]), .b(data[i]), .res(intermediate[i + 1]));
    end
endgenerate
endmodule
</file>
==> flow_metrics.env <==
# source this file to load flow results
export IMPL_warning_count=32
export IMPL_switchingPower_uw=7.60
export IMPL_fin_crit_ps=11070
export IMPL_grt_antenna_before_repair=0
export IMPL_die_x_um=80
export IMPL_place_congestion=0.787
export IMPL_yosysSeqAreaShare=0
export IMPL_drive_above_1_share=0.0314
export IMPL_port_buffers=65
export IMPL_internal_power_uw=23.5
export IMPL_flop_count=0
export IMPL_vias=674
export IMPL_cellLeakagePower_uw=0.000867
export IMPL_cp_data_required_time_ps=9120
export IMPL_drc_errors=0
export IMPL_via_per_inst=3.29
export IMPL_ant_nets=0
export IMPL_cpPeakStageDelay_ps=450
export IMPL_end_kind="output pin"
export IMPL_ys_cells=126
export IMPL_seq_power_share=0
export IMPL_grt_max_degree=2
export IMPL_nFillCells=343
export IMPL_wl_per_cell_um=9.44
export IMPL_clockPowerShare=0
export IMPL_die_area_um2=6400
export IMPL_slew_viol_final=0
export IMPL_max_vdd_ir_drop_v=0.0000104
export IMPL_final_cell_mix="clkdlybuf4s50_1, inv_1, ha_1, ha_2"
export IMPL_seq_area_um2=0
export IMPL_cp_max_fo=1
export IMPL_largest_area_cell="ha_1"
export IMPL_grt_overflow_total=0
export IMPL_synthesis_area_um2=870
export IMPL_crit_start="a[0]"
export IMPL_finalCritPeriodShare=0.971
export IMPL_ys_types=4
export IMPL_setup_tns_ps=0
export IMPL_top_area_frac=0.446
export IMPL_syn_to_final_growth_pct=55.5
export IMPL_cpMostUsedCell="ha_1"
export IMPL_grt_pass1_vias=692
export IMPL_pin_count=65
export IMPL_worstSetupEndpoint="res[30]"
export IMPL_slew_headroom=0.931
export IMPL_postPlaceCellArea_um2=1340
export IMPL_crit_arrival_ps=8790
export IMPL_core_um2=3420
export IMPL_final_core_util=0.396
export IMPL_die_h_um=80
export IMPL_first_pass_iters=2
export IMPL_grtUsageTotal=0.0570
export IMPL_rows=21
export IMPL_critPathKind="in2out"
export IMPL_p_total_uw=31.1
export IMPL_rsz0062_at_grt="no"
export IMPL_fmax_mhz=90.3
export IMPL_finalHoldWorstSlack_ps=5220
export IMPL_comb_area_um2=409
export IMPL_setup_viol=0
export IMPL_hold_buffers=0
export IMPL_layout_cells_most_common="clkdlybuf4s50_1"
export IMPL_synth_area_yosys_um2=870
export IMPL_synth_avg_cell_area_um2=6.90
export IMPL_clkbuf_count=0
export IMPL_dp_hpwl_mm=1.83
export IMPL_maxCapViolations=0
export IMPL_cellPowerDensity_nw_per_um2=23.0
export IMPL_status="finished, final reports clean"
export IMPL_grt_pass1_wl_mm=3.10
export IMPL_combPwrFrac=1.000
export IMPL_initCoreUtil=0.255
export IMPL_worst_pin_slew_ps=103
export IMPL_finalHoldViolations=0
export IMPL_yosysWarnings=1
export IMPL_drtIter0Drc=4
export IMPL_top_cells_by_area="ha_1, buf_4, inv_1, xor2_1"
export IMPL_hold_class="in2out"
export IMPL_cp_slowest_cell="clkdlybuf4s50_1"
export IMPL_synth_cells=126
export IMPL_antenna_cells=0
export IMPL_start_kind="input pin"
export IMPL_switching_share=0.244
export IMPL_routed_wl_mm=1.94
export IMPL_fin_area_um2=1350
through the flow:
| stage | std cells | setup WS (ps) |
|---|---|---|
| 6_report | 205 | 331 |
| 5_1_grt | 205 | 7.07 |
| 4_1_cts | 205 | 121 |
| 3_5_place_dp | 205 | 135 |
| 3_3_place_gp | 205 | 177 |
| 2_1_floorplan | 126 | 1220 |
power groups by stage:
stage	combinational (µW)	clock, µW	sequential, µW
4_1_cts	31.9	0	0
5_1_grt	35.1	0	0
6_report	31.1	0	0
worst min-delay path by stage:
stage | cells past startpoint | endpoint | startpoint | slack, ps
5_1_grt | 3 | res[31] | a[31] | 5250
4_1_cts | 3 | res[31] | a[31] | 5500
6_report | 3 | res[31] | a[31] | 5220
Yosys cell counts (all sizes together):
cell	n
ha	31
xor2	1
inv	62
buf	32
worst max-delay path: cells and delay by family:
family / cells / cell delay (ps)
adders and majority gates: 31 / 5520
buffers and inverters: 4 / 990
what timing repair did:
item                                    4_1_cts  5_1_grt
endpoints found under the setup margin        0        2
setup buffers                                 0        0
gates resized                                 0        6
logic make-up (layout without fill, tap and decap cells):
logic type                 Yosys count  in the layout  synth area share
xor gates and xnor gates             1              1            0.0101
adders and majority gates           31             31             0.446
buffers and inverters               94            127             0.544
routing by layer:
metal	part of all wire	global-route usage
met1	0.48	0.0765
met2	0.31	0.0762
met3	0.21	0.0409
met4	0	0
met5	0	0
layout make-up:
class | instances | share of cell area
Inverter | 62 | 0.172
Tap cell | 46 | 0.0426
Multi-Input combinational cell | 32 | 0.302
Timing Repair Buffer | 65 | 0.483
No activity file was given, so power comes from the tool's default toggle rates.
